==> flow/design.v <==
interface rd_if (input bit clock);
	logic [7:0] data_out;
	bit read_enb;
	bit vld_out;
	bit clk;
	assign clk = clock;
	clocking rd_drv_cb @(posedge clk);
	default input #1 output #1;
		input vld_out;
		output read_enb;
	endclocking
	clocking rd_mon_cb @(posedge clk);
	default input #1 output #1;
		input data_out;
		input read_enb;
	endclocking
	modport RD_DRV (clocking rd_drv_cb);
	modport RD_MON (clocking rd_mon_cb);
endinterface 
interface wr_if (input bit clock);
	bit clk;
	assign clk = clock;
	bit resetn;
	bit pkt_valid;
	logic [7:0] data_in;
	bit error;
	bit busy;
	clocking wr_drv_cb @(posedge clk);
		default input #1 output #1;
		output resetn;
		output data_in;
		output pkt_valid;
		input busy;
	endclocking
	clocking wr_mon_cb @(posedge clk);
		default input #1 output #1;
		input data_in;
		input pkt_valid;
		input resetn;
		input busy;
		input error;
	endclocking
	modport WR_DRV (clocking wr_drv_cb);
	modport WR_MON (clocking wr_mon_cb);
endinterface		
module router_fifo #(localparam W=9,D=16,A=4)
                      (input clock,resetn,soft_reset,write_enb,read_enb,lfd_state,
			                  input [W-2:0]data_in,
                                output full,empty,
			                           	output reg[W-2:0]data_out);
reg [W-1:0]mem[0:D-1];
reg [A:0]wp,rp;
integer i;
reg [W-3:0]count;
reg tlfd;
always@(posedge clock)begin
	if(!resetn)
		tlfd<=0;
	else
		tlfd<=lfd_state;
end
always@(posedge clock)
begin
	if(!resetn)
	begin
		for(i=0;i<D;i=i+1)begin
			mem[i]<=0;
			end
		wp<=0;
	end
	else if(soft_reset)
	begin
		for(i=0;i<D;i=i+1)begin
			mem[i]<=0;
			end
		wp<=0;
	end
	else if(write_enb && !full)
	begin
			if(wp[4])
			wp<=1'b0;
		else begin
				mem[wp]<={tlfd,data_in};
			wp<=wp+1'b1;
		end
	end
	end
always@(posedge clock)
begin
	if(!resetn)
	begin
		rp<=5'b0;
		data_out<=1'b0;
	end
	else if(soft_reset)
	begin
		rp<=5'b0;
		data_out<= 1'bz;
	end
	else if(count== 7'b0 && data_out!=0)
		data_out<= 1'bz;
	else if(read_enb && !empty)
	begin
			if(rp[4])
			rp<=1'b0;
		else
		begin
	data_out<=mem[rp[3:0]][W-2:0];
		rp<=rp+1'b1;
		end
	end
end
always@(posedge clock)
begin
if(!resetn) count<=7'b0;
else if(soft_reset) count<=7'b0;
else if(read_enb && !empty)begin
	case( mem[rp[3:0]][W-1])
       1'b1 :  count <= mem[rp[3:0]][7:2]+1'b1;
	    1'b0 : if(count!=7'b0) count<=count-1'b1; else count<=count;
	    default : count <= count;
    endcase
end
else
count<=count;
end
assign full=(wp == D && rp == 0);
assign empty=(rp == wp);
endmodule
module router_fsm(input clock,resetn,pkt_valid,parity_done,
                                     input[1:0]data_in,
		                 	input soft_reset_0,soft_reset_1,soft_reset_2,fifo_full,low_pkt_valid,fifo_empty_0,fifo_empty_1,fifo_empty_2,
	                                      output busy,detect_add,ld_state,laf_state,full_state,write_enb_reg,rst_int_reg,lfd_state);
reg [2:0]ste;
reg [2:0]nste;
parameter DECODE_ADDRESS     = 3'b000,        
          LOAD_FIRST_DATA    = 3'b001,        
	  LOAD_DATA          = 3'b010,       
	  FIFO_FULL_STATE    = 3'b011,      
	  LOAD_AFTER_FULL    = 3'b100,     
	  LOAD_PARITY        = 3'b101,    
	  CHECK_PARITY_ERROR = 3'b110,   
	  WAIT_TILL_EMPTY    = 3'b111;  
	  reg[1:0]addr;
	  always@(posedge clock)begin
		  if(!resetn)
			  addr <= 2'b0;
		  else 
			  addr <= data_in;
	  end
	  always@(posedge clock)begin
		  if(!resetn)
			  ste <= DECODE_ADDRESS;
		  else if(soft_reset_0 || soft_reset_1 || soft_reset_2)
			  ste <= DECODE_ADDRESS;
		  else
			  ste <= nste;
	  end
	  always@(*)begin
		  case(ste)
			  DECODE_ADDRESS : if((pkt_valid && (data_in[1:0] == 0) && fifo_empty_0)||
                               (pkt_valid && (data_in[1:0] == 1) && fifo_empty_1)||
					                (pkt_valid && (data_in[1:0] == 2) && fifo_empty_2)) nste = LOAD_FIRST_DATA;
					   else if((pkt_valid && (data_in[1:0] == 0) && !fifo_empty_0)||
                          (pkt_valid && (data_in[1:0] == 1) && !fifo_empty_1)||
					           (pkt_valid && (data_in[1:0] == 2) && !fifo_empty_2)) nste =  WAIT_TILL_EMPTY;  else nste =  DECODE_ADDRESS;
		          LOAD_FIRST_DATA : nste = LOAD_DATA;
		          LOAD_DATA : if(!fifo_full && !pkt_valid) nste =  LOAD_PARITY ; else if(fifo_full) nste = FIFO_FULL_STATE; else nste = LOAD_DATA ;
			  FIFO_FULL_STATE : if(!fifo_full) nste = LOAD_AFTER_FULL ; else nste = FIFO_FULL_STATE;
		          LOAD_AFTER_FULL : if(!parity_done && low_pkt_valid) nste =  LOAD_PARITY; else if(!parity_done && !low_pkt_valid) nste = LOAD_DATA ;
		                            else if(parity_done) nste = DECODE_ADDRESS; else nste = LOAD_AFTER_FULL;
                          LOAD_PARITY : nste = CHECK_PARITY_ERROR;
		          CHECK_PARITY_ERROR : if(fifo_full) nste = FIFO_FULL_STATE; else if(!fifo_full) nste  = DECODE_ADDRESS;else nste = CHECK_PARITY_ERROR;                          
	                  WAIT_TILL_EMPTY : if((fifo_empty_0 && (addr == 0)) || (fifo_empty_1 && (addr == 1)) || (fifo_empty_2 && (addr == 2))) 
		                   nste = LOAD_FIRST_DATA; else nste = WAIT_TILL_EMPTY;
				    default : nste = DECODE_ADDRESS;
		    endcase
	    end
assign detect_add = (ste == DECODE_ADDRESS);
assign ld_state = (ste == LOAD_DATA);
assign laf_state = (ste == LOAD_AFTER_FULL);
assign full_state = (ste == FIFO_FULL_STATE);
assign write_enb_reg = ( ste  == LOAD_DATA || ste == LOAD_PARITY || ste == LOAD_AFTER_FULL);
assign rst_int_reg = (ste == CHECK_PARITY_ERROR);
assign lfd_state = (ste == LOAD_FIRST_DATA);
assign busy = (ste == LOAD_FIRST_DATA || ste == LOAD_PARITY || ste == FIFO_FULL_STATE || ste  == LOAD_AFTER_FULL || ste == WAIT_TILL_EMPTY || ste == CHECK_PARITY_ERROR);
endmodule 
module router_reg(input clock,resetn,pkt_valid,
	input [7:0]data_in,
	input fifo_full,rst_int_reg,detect_add,ld_state,laf_state,full_state,lfd_state,
	output reg parity_done,low_pkt_valid,err,
	output reg [7:0]dout);
reg [7:0] head,ffb,intp,packp; 
always@(posedge clock)begin
	if(!resetn)
		dout<=0;
	else begin
		if(detect_add && pkt_valid && (data_in[1:0] != 3)) dout <= dout;
	        else
		begin
			if(lfd_state) dout<=head;
		        else
			begin
				if(ld_state && (!fifo_full)) dout<=data_in;
				else
				begin
					if(ld_state && fifo_full) dout<=dout;
					else
					begin
						if(laf_state) dout <= ffb; else dout<= dout;
					end
			      end
	        	end
		end
	end
end
always@(posedge clock)begin
	if(!resetn)
		head<=0;
	else
	begin
		if(detect_add && pkt_valid && (data_in[1:0] != 3)) head<= data_in; else head <= head;
	end
end
always@(posedge clock)begin
	if(!resetn)
             intp <= 0;
   else
	begin
		if(detect_add)
			intp <= 0;
		else
		begin
			if(lfd_state)
				intp <= intp ^ head;
			else
			begin
				if(pkt_valid && ld_state && (!full_state))
					intp <= intp ^ data_in;
				else
					intp<=intp;
			end
		end
	end
end
always@(posedge clock)begin
	if(!resetn)
		packp <= 0;
	else
	begin
		if(detect_add)
			packp <= 0;
		else
		begin
			if(ld_state && (!pkt_valid))
				packp <= data_in;
			else
				packp <= packp;
		end
	end
end
always@(posedge clock)begin
	if(!resetn)
		ffb <= 0;
	else
	begin
		if(fifo_full && ld_state)
			ffb <= data_in;
		else
			ffb <= ffb;
	end
end
always@(posedge clock)
begin
	if(!resetn)
		parity_done <= 1'b0;
	  else if(detect_add)
		parity_done <= 1'b0;
		else
	begin
		if((ld_state) && (!fifo_full) && (!pkt_valid) && (laf_state))
			parity_done <= 1'b1;
			else if((laf_state) && (low_pkt_valid) && (!parity_done))
			parity_done <= 1'b1;
		else
			parity_done <= 1'b0;
	end
end
always@(posedge clock)begin
	if(!resetn || rst_int_reg)
		low_pkt_valid <= 0;
	else
	begin
		if(ld_state && (!pkt_valid))
			low_pkt_valid <= 1'b1;
	end
end
always@(posedge clock)begin
	if(!resetn)
		err <= 0;
	else
	begin
		if(rst_int_reg)
		begin
			if(intp != packp)
				err <= 1'b1;
		end
	end
end
endmodule
module router_sync #(parameter N=2)
                    (input detect_add,
			    input [N-1:0]data_in,
			        input write_enb_reg,clock,resetn,read_enb_0,read_enb_1,read_enb_2,empty_0,empty_1,empty_2,
				full_0,full_1,full_2,
				output reg [N:0]write_enb,
				output reg fifo_full,soft_reset_0,soft_reset_1,soft_reset_2,
				output vld_out_0,vld_out_1,vld_out_2);
			reg[N-1:0]add;
			reg[4:0]count_0,count_1,count_2;
			always@(posedge clock)begin
				if(!resetn)
					add <= {N{1'b0}};
				else if(detect_add)
					add <= data_in;
					else
					add<=add;
			end
			always@(*)begin
				if(write_enb_reg)begin
					case(add)
						2'b00 : write_enb = 3'b001;
						2'b01 : write_enb = 3'b010;
						2'b10 : write_enb = 3'b100;
						default : write_enb = 3'b000;
					endcase
				end
				else
					write_enb = 3'b000;
			end
			always@(*)begin
				case(add)
					2'b00 : fifo_full = full_0;
					2'b01 : fifo_full = full_1;
					2'b10 : fifo_full = full_2;
					default : fifo_full = 1'b0;
				endcase
			end
			assign vld_out_0 = ~empty_0;
		   assign vld_out_1 = ~empty_1;
			assign vld_out_2 = ~empty_2;
			always@(posedge clock)begin
				if(!resetn)begin
					count_0 <= 5'b1;
					soft_reset_0 <= 1'b0;
				end
				else if(!vld_out_0)begin
					count_0 <= 5'b1;
					soft_reset_0 <= 5'b0;
				end
				else if(read_enb_0)
	begin
		count_0<=5'b1;
		soft_reset_0<=0;
	end
	else
	begin
		if(count_0==5'd30)
		begin
			count_0<=5'b1;
			soft_reset_0<=1'b1;
		end
		else
		begin
			soft_reset_0<=0;
			count_0<=count_0+1'b1;
		end
	end
			end
			always@(posedge clock)begin
				if(!resetn)begin
					count_1 <= 5'b1;
					soft_reset_1 <= 1'b0;
				end
				else if(!vld_out_1)begin
					count_1 <= 5'b1;
					soft_reset_1 <= 5'b0;
				end
			else if(read_enb_1)
	begin
		count_1<=5'b1;
		soft_reset_1<=0;
	end
	else
	begin
		if(count_1==5'd30)
		begin
			count_1<=5'b1;
			soft_reset_1<=1'b1;
		end
		else
		begin
			soft_reset_1<=0;
			count_1<=count_1+1'b1;
		end
	end
			end
			always@(posedge clock)begin
				if(~resetn)begin
					count_2 <= 5'b1;
					soft_reset_2 <= 1'b0;
				end
				else if(~vld_out_2)begin
					count_2 <= 5'b1;
					soft_reset_2 <= 5'b0;
				end
		else if(read_enb_2)
	begin
		count_2<=5'b1;
		soft_reset_2<=0;
	end
	else
	begin
		if(count_2==5'd30)
		begin
			count_2<=5'b1;
			soft_reset_2<=1'b1;
		end
		else
		begin
			soft_reset_2<=0;
			count_2<=count_2+1'b1;
		end
	end
end
	endmodule
module router_top (input clock,resetn,read_enb_0,read_enb_1,read_enb_2,
	input [7:0]data_in,
	input pkt_valid,
	output [7:0]data_out_0,data_out_1,data_out_2,
	output valid_out_0,valid_out_1,valid_out_2,error,busy);
wire [2:0] write_enb1;			
wire [7:0]dt;
wire emt0,emt1,emt2;
router_fsm  rfsm(clock,resetn,pkt_valid,parity_done,data_in[1:0],soft_reset_0,soft_reset_1,soft_reset_2,fifo_full,low_pkt_valid,emt0,emt1,emt2,busy,detect_add,ld_state,laf_state,full_state,write_enb_reg,rst_int_reg,lfd_state);
router_sync  rsync(detect_add,data_in[1:0],write_enb_reg,clock,resetn,read_enb_0,read_enb_1,read_enb_2,emt0,emt1,emt2,
				full_0,full_1,full_2,
			 write_enb1,
				 fifo_full,soft_reset_0,soft_reset_1,soft_reset_2,
				 valid_out_0,valid_out_1,valid_out_2);
router_reg   rr( clock,resetn,pkt_valid,data_in,
	 fifo_full,rst_int_reg,detect_add,ld_state,laf_state,full_state,lfd_state,
	parity_done,low_pkt_valid,error,dt);
router_fifo rf1( clock,resetn,soft_reset_0,write_enb1[0],read_enb_0,lfd_state,dt,full_0,emt0,data_out_0);
router_fifo rf2( clock,resetn,soft_reset_1,write_enb1[1],read_enb_1,lfd_state,dt,full_1,emt1,data_out_1);
router_fifo rf3( clock,resetn,soft_reset_2,write_enb1[2],read_enb_2,lfd_state,dt,full_2,emt2,data_out_2);
endmodule
==> flow/run.sh <==
#!/bin/bash
# OpenROAD 26Q1-2900-gdf79404cd8, Yosys 0.63+post, stock flow scripts
make -C /OpenROAD-flow-scripts/flow DESIGN_CONFIG=/design/flow/config.mk WORK_HOME=/design/flow/orfs finish
==> flow/config.mk <==
export PLATFORM = sky130hd
export DESIGN_NAME = router_top
export DESIGN_NICKNAME = router_top
export VERILOG_FILES = /design/flow/design.v
export SDC_FILE = /design/flow/constraint.sdc
export NUM_CORES = 4
export LEC_CHECK = 1
export CORE_UTILIZATION = 40
export SYNTH_HDL_FRONTEND = slang
==> flow/constraint.sdc <==
current_design router_top

set clk_period 7.4
set clk_io_pct 0.2

create_clock -name clk0 -period $clk_period [get_ports {clock}]

set non_clock_inputs [all_inputs -no_clocks]
set_input_delay [expr $clk_period * $clk_io_pct] -clock clk0 $non_clock_inputs
set_output_delay [expr $clk_period * $clk_io_pct] -clock clk0 [all_outputs]
==> run_results.csv <==
group,metric,value,unit
detailed_routing,wire_per_inst,20.51,um
pwr,power.density,275.8,nW/um^2
cts,ctsResizeCount,0,
synthesis,yosys-top-cells-count,"edfxtp_1, and2_1, dfxtp_1, nand2_1, and3_1",
detailed_routing,num_vias,17144,
synthesis,ys_ff,593,
synthesis,yosysTopAreaCell,"edfxtp_1",
die,rows,96,
placed_design,dp_hpwl,40.97,mm
detailed_routing,ant_nets,0,
pwr,finalPower,8.583,mW
cts,root_buffer,"clkbuf_16",
global_routing,track_usage,20.04,%
timing,slew_headroom,32.32,%
synthesis,yosys-stat-cells,2192,
timing,fmax,226.2,MHz
die,core_region_area,68710,um^2
synthesis,synth_chip_area,27780,um^2
critical_path,crit_fanout,12,
timing,drv_slew,0,
die,ios,43,
outcome,status,"finished clean",
cts,clockBufferDepth,3,
synthesis,synth_cell_types,73,
die,die_area,70500,um^2
global_routing,grt_max_degree,50,
synthesis,flop_cell,"edfxtp_1",
global_routing,antenna_found_initial,0,
critical_path,path_buffers,2,
critical_path,startpoint_type,"flop",
cts,cts_tree,"yes",
synthesis,synth_area_per_cell,12.67,um^2
synthesis,synth.most_common_cell,"edfxtp_1",
detailed_routing,vias_per_cell,5.384,
cts,cts.sinks,593,
timing,finalCriticalPeriod,4.422,ns
synthesis,yosysWarnings,0,
timing,finalSetupViolations,0,
detailed_routing,first_iter_violations,1222,
synthesis,area_leaders,"edfxtp_1, dfxtp_1, mux4_2",
final_layout,layout-drive-gt1-share,14.04,%
cts,clk_pin_slew_worst_paths,0.06,ns
timing,rsz0062_at_grt,"no",
detailed_routing,drt_first_pass_iters,5,
timing,fin_tns_setup,0,ns
synthesis,yosysTopAreaCellShare,46.70,%
detailed_routing,drc,0,
critical_path,critPathArrivalTime,2.94,ns
timing,hold_viol,0,
critical_path,crit_family,"buffers and inverters",
timing,clock_skew,0.02169,ns
critical_path,critPathCaptureType,"output port",
critical_path,max_stage_delay,0.63,ns
die,fp_util,40.43,%
global_routing,first_global_vias,17217,
cts,post_cts.repair.setup_buffers,0,
final_layout,area_delta_synth_final,12.05,%
timing,fin_crit_sh,59.75,%
synthesis,yosysSeqAreaShare,58.31,%
run,warning_count,43,
run,max-cap-violations,0,
cts,clkLatencyLatePin,0.64,ns
die,die_y,265.5,um
critical_path,crit_required,5.92,ns
timing,tightest_slew,1.008,ns
synthesis,synth-async-reset-ratio,0,%
pwr,p_leak,11.46,nW
cts,htree_levels,2,
placed_design,gp_congestion,0.8916,
min_path,hold_class,"reg -> reg",
die,dieWidth,265.5,um
cts,cts_inserted_buffers,61,
placed_design,port_buffers,42,
global_routing,grt_overflow,0,
synthesis,syn_area,27780,um^2
synthesis,edf_count,432,
detailed_routing,wl,65.31,mm
global_routing,grt_pass1_wl,101.5,mm
critical_path,slowest_stage,"dfxtp_1",
final_layout,reg_top3,"rf1.mem x144, rf2.mem x144, rf3.mem x144",
cts,cts_hold_buf,0,
critical_path,cp_cell_sequence,"xnor2_1 -> nand3_1 -> nor2_1 -> inv_1 -> clkdlybuf4s50_1",
synthesis,syn_inst,2192,
critical_path,crit_type,"reg -> out",
pwr,max-vdd-ir-drop,216.1,uV
[worst min-delay path: stages, from the launching register on]
cell and delay, ns:
dfxtp_1 0.32, inv_1 0.05, nor2_1 0.03
[power breakdown]
group	internal [mW]	switching [mW]
Combinational	0.705	0.944
Clock	1.77	1.29
Sequential	3.73	0.141
[cells by family (layout without fill, tap and decap cells)]
| group | Yosys count | in the layout | synth area share (%) |
|---|---|---|---|
| flip-flops | 593 | 593 | 58.31 |
| adder cells (fa/ha/maj) | 33 | 33 | 1.487 |
| AND/OR/NAND/NOR | 899 | 899 | 18.24 |
| AND-OR/OR-AND | 270 | 270 | 6.415 |
| buffers and inverters | 199 | 258 | 3.135 |
| multiplexers | 148 | 148 | 10.83 |
| other | 0 | 2 | 0 |
| XOR/XNOR | 50 | 50 | 1.577 |
[cells in the final DEF (no fill, tap or decap), types with 8 or more instances in the layout]
master and instances:
edfxtp_1 432, and2_1 316, dfxtp_1 151, nand2_1 133, and3_1 131, mux4_2 122
nor2_1 103, a21oi_1 73, clkbuf_16 63, buf_4 58, o21ai_0 47, inv_1 42
clkdlybuf4s50_1 41, xor2_1 36, a22oi_1 35, nor3_1 35, ha_1 33, nand2b_1 31
nand3_1 29, nor2b_1 26, mux2i_1 25, clkinv_2 19, a21o_1 17, xnor2_1 14
a31oi_1 14, nor4_1 13, or3_1 11, or4_1 11, clkbuf_1 11, nand4_1 10
a211o_1 10, dfxtp_2 10, nor3b_1 9, a21boi_0 9, nand4b_1 8, a32o_1 8
[layout make-up]
class,instances,area (um^2)
Sequential cell,593,16210
Multi-Input combinational cell,1400,10730
Antenna cell,2,5.005
Clock buffer,79,1687
Tap cell,931,1165
Timing Repair Buffer,100,850.8
Clock inverter,37,317.8
Inverter,42,157.7
Fill cell,5938,37580
[per-layer routing]
metal	wire, um	vias to the layer above	share of wire (%)	track usage, %
li1	-	8104	-	-
met1	26350	8284	40	28.57
met2	31010	641	47	30.78
met3	5817	115	8.9	7.321
met4	2125	0	3.3	5.296
met5	0	-	0	0
[worst paths after layout]
path                                   from  cells after the start             to  slack (ns)
worst max-delay path              rf2.wp[3]                      5    valid_out_1        2.98
worst min-delay path            rfsm.ste[5]                      2    rfsm.ste[3]        0.45
worst max register to register  rfsm.ste[2]                      7  rf2.mem[2][7]        3.49
worst min register to register  rfsm.ste[5]                      2    rfsm.ste[3]        0.45
[stage by stage]
stage	std cells	hold slack [ns]	setup WS [ns]	area [um^2]	util (%)
3_5_place_dp	3066	0.4410	2.508	29110	42.37
5_1_grt	3182	0.4805	2.832	31120	45.29
2_1_floorplan	2192	0.4216	4.114	27780	-
3_3_place_gp	3066	0.4344	2.656	29110	42.37
6_report	3184	0.4474	2.978	31120	45.30
4_1_cts	3182	0.4490	2.888	31120	45.29
Power figures rest on the tool's default switching activity, not on a simulated workload.
